**/design/flow/config.mk**
```make
export PLATFORM = sky130hd
export DESIGN_NAME = shiftreg16
export DESIGN_NICKNAME = shiftreg16
export VERILOG_FILES = /design/flow/design.v
export SDC_FILE = /design/flow/constraint.sdc
export NUM_CORES = 4
export LEC_CHECK = 1
export CORE_AREA = 10 10 79 79
export DIE_AREA = 0 0 89 89
```
**/design/flow/run.sh**
```bash
#!/bin/bash
# OpenROAD 26Q1-2900-gdf79404cd8, Yosys 0.63+post, stock flow scripts
make -C /OpenROAD-flow-scripts/flow DESIGN_CONFIG=/design/flow/config.mk WORK_HOME=/design/flow/orfs finish
```
**/design/flow/constraint.sdc**
```tcl
current_design shiftreg16

set clk_period 1.1
set clk_io_pct 0.2

create_clock -name clk0 -period $clk_period [get_ports {clk}]

set non_clock_inputs [all_inputs -no_clocks]
set_input_delay [expr $clk_period * $clk_io_pct] -clock clk0 $non_clock_inputs
set_output_delay [expr $clk_period * $clk_io_pct] -clock clk0 [all_outputs]
```
**/design/flow/design.v**
```verilog
module shiftreg16 ( input [15:0] parallel_in,
						  input clk, a_rst, shift_enable, load_enable, left_right,
						  output reg [15:0] parallel_out );
	always @ (posedge clk or posedge a_rst) begin
		if (a_rst) parallel_out = 4'h0000;
		else if (load_enable) begin
			parallel_out <= parallel_in;
		end
		else if (shift_enable) begin
			if (left_right) parallel_out <= parallel_out << 1;
			else parallel_out <= parallel_out >> 1;
		end
	end
endmodule
```
==> impl_metrics.py <==
# Flow results
metrics = {
    "outcome": {
        "status": "finished clean",
    },
    "setup_path": {
        "end_kind": "flip-flop",
        "crit_fanout": 3,
        "crit_required_ns": 1.26,
        "path_class": "flip-flop to flip-flop",
        "cp-start-kind": "flip-flop",
        "crit_arrival_ns": 1.22,
        "r2r_cells": 4,
    },
    "finish": {
        "fin_util": 0.356,
        "area_growth_pct": 72.4,
        "reg.largest.list": "parallel_out (16)",
        "largest_reg_flops": 16,
        "largest_register": "parallel_out",
        "drive_gt1_frac": 0.256,
        "nFillCells": 445,
    },
    "power_and_ir_drop": {
        "p_leak_uw": 0.000756,
        "ir_worst_vdd_v": 0.000422,
        "power.density_nw_per_um2": 1060,
    },
    "final_timing": {
        "fin_crit_sh": 0.960,
        "period_minus_slack_ns": 1.06,
        "fmax_ghz": 0.947,
        "final_hold_viol_count": 0,
        "setup_viol": 0,
        "finalWorstSetupSlack_ns": 0.0440,
        "slew_headroom": 0.790,
        "clock_skew_ns": 0.00428,
        "slew_violations": 0,
        "tightest_slew_ns": 0.315,
    },
    "yosys": {
        "top_cells_by_area": "dfrtp_1 42%, mux2i_1 15%, or3b_1 13%, o211ai_1 10%, nand2_1 5.5%",
        "ys_ff": 16,
        "ys_seq_frac": 0.416,
        "ys_warn_count": 1,
        "edf_count": 0,
        "ys_cells": 90,
        "synth_area_sq_um": 962,
        "ys_types": 16,
        "top_area_frac": 0.416,
        "async_flop_share": 1.00,
        "synth_cells": 90,
        "ys.flop_type": "dfrtp_1",
        "syn_area_per_cell_sq_um": 10.7,
        "top_cells_by_count": "16 x dfrtp_1, 14 x mux2i_1, 14 x nand2_1, 14 x or3b_1, 13 x o211ai_1",
        "yosys.area.top_type": "dfrtp_1",
        "ys_area_sq_um": 962,
        "top_cell": "dfrtp_1",
    },
    "cts": {
        "ctsHoldBuffers": 0,
        "clock_latency_ns": 0.25,
        "h-tree-depth": 1,
        "clock_sinks": 16,
        "clockBufferDepth": 2,
        "cts_made_buffers": 3,
        "path_clk_slew_ns": 0.07,
        "cts_root_buffer": "clkbuf_8",
        "cts_tree": "yes",
    },
    "floorplanning": {
        "core_sq_um": 4660,
        "ios": 37,
        "die_h_um": 89,
        "die_width_um": 89,
        "die-area_sq_um": 7920,
        "rows": 25,
        "core_util_floorplan": 0.206,
    },
    "drt": {
        "postRouteAntennaNets": 0,
        "num_antenna_cells": 0,
        "drcViolationCount": 0,
        "avgViaCountPerCell": 4.40,
        "dr.pass1.iters": 4,
        "drtIter0Drc": 52,
        "wl_per_cell_um": 13.9,
        "via_count": 924,
        "drt-total-wl_um": 2930,
    },
    "grt": {
        "grt_pass1_wl_um": 5020,
        "grt.total_usage": 0.0797,
        "grt_max_degree": 17,
        "antenna_found_initial": 0,
        "grt_overflow_total": 0,
        "grt_pass1_vias": 1034,
    },
    "placed_design": {
        "hpwl_um": 2160,
        "pre_cts_ws_ns": -0.366,
        "io_buffers": 36,
        "gp_congestion": 0.740,
    },
    "worst_hold_path": {
        "hold_class": "input port to async pin",
    },
    "job": {
        "cap_violations": 0,
        "warning_count": 25,
    },
}
## kinds of logic after synthesis
logic type             count (synthesis)  share of synthesized area
AND-OR/OR-AND                         16                      0.127
buffers and inverters                  9                     0.0806
flip-flops                            16                      0.416
multiplexers                          14                      0.146
AND/OR/NAND/NOR                       35                      0.230
## power breakdown
group	switching (uW)	leakage (uW)	internal (uW)
sequential	34.0	0.000194	651
clock	206	0.0000288	317
combinational	191	0.000532	367
total	431	0.000756	1340
## routing by layer
metal  track usage  wire length [um]
met1         0.109              1370
met5             0                 0
met2         0.120              1240
met4       0.00434                 5
met3        0.0349               312
## area by class of cell
type                    instances  area (sq um)  share of cell area
repair buffers                 69           644               0.388
multi-input cells              65           484               0.292
flip-flops and latches         16           400               0.241
well taps                      54          67.6              0.0407
clock buffers                   4          55.1              0.0332
inverters                       2          7.51             0.00452
## worst max-delay path, cell delays in order (launching register included)
cell      delay, ns
dfrtp_1        0.34
buf_4          0.10
buf_4          0.10
or3b_1         0.34
o211ai_1       0.09
## worst paths after layout
check                                             start  slack [ns]                           end
max                        parallel_out[13]$_DFFE_PP0P_        0.04  parallel_out[13]$_DFFE_PP0P_
min                                               a_rst        0.28   parallel_out[0]$_DFFE_PP0P_
max reg2reg                parallel_out[13]$_DFFE_PP0P_        0.04  parallel_out[13]$_DFFE_PP0P_
min reg2reg                 parallel_out[3]$_DFFE_PP0P_        0.70   parallel_out[2]$_DFFE_PP0P_
max in group asynchronous                         a_rst        0.63  parallel_out[12]$_DFFE_PP0P_
min in group clk0                        parallel_in[5]        0.56   parallel_out[5]$_DFFE_PP0P_
## placed cells by master, fill, tap and decap left out, types with 3 or more instances in the layout
master | netlist | layout
buf_4 | 0 | 29
clkbuf_8 | 0 | 4
clkdlybuf4s15_1 | 0 | 15
clkdlybuf4s50_1 | 0 | 17
dfrtp_1 | 16 | 16
dlygate4sd2_1 | 0 | 3
mux2i_1 | 14 | 14
nand2_1 | 14 | 14
o211ai_1 | 13 | 13
or3b_1 | 14 | 14
## timing repair
action	CTS	global route
setup endpoints to repair	31	10
pin swaps	0	5
buffers inserted	5	2
cloned	1	0
gates resized	29	9
## stage by stage
step / setup TNS (ns) / cell area (sq um) / cells / power, uW / hold slack, ns
6_report: 0 / 1660 / 210 / 1770 / 0.280
5_1_grt: -0.000346 / 1660 / 210 / 1890 / 0.307
4_1_cts: 0 / 1650 / 210 / 1790 / 0.290
3_5_place_dp: -5.22 / 1540 / 200 / 1240 / 0.550
3_3_place_gp: -5.09 / 1540 / 200 / 1240 / 0.558
2_1_floorplan: 0 / 962 / 90 / 885 / 0.134
No activity file was given, so power comes from the tool's default toggle rates.
