`design/flow/design.v`:
```
module register_file(  input [15:0] read_reg0, read_reg1, 
                      input load_r0, load_r1, clk, rst, swap,
                      output [15:0] reg0_out, reg1_out);
	always @ (posedge clk or posedge rst) begin
		if (rst) begin
			reg0_out <= 4'h0000;
			reg1_out <= 4'h0000;
		end
		else if (load_r0) 
			reg0_out <= read_reg0;
		else if (load_r1)
			reg1_out <= read_reg1;
		else if (swap) begin
			reg0_out <= read_reg1;
			reg1_out <= read_reg0;
		end
	end
endmodule
```
`design/flow/constraint.sdc`:
```
current_design register_file

set clk_period 1.5
set clk_io_pct 0.2

create_clock -name clk0 -period $clk_period [get_ports {clk}]

set non_clock_inputs [all_inputs -no_clocks]
set_input_delay [expr $clk_period * $clk_io_pct] -clock clk0 $non_clock_inputs
set_output_delay [expr $clk_period * $clk_io_pct] -clock clk0 [all_outputs]
```
`design/flow/config.mk`:
```
export PLATFORM = sky130hd
export DESIGN_NAME = register_file
export DESIGN_NICKNAME = register_file
export VERILOG_FILES = /design/flow/design.v
export SDC_FILE = /design/flow/constraint.sdc
export NUM_CORES = 4
export LEC_CHECK = 1
export CORE_UTILIZATION = 30
```
`design/flow/run.sh`:
```
#!/bin/bash
# OpenROAD 26Q1-2900-gdf79404cd8, Yosys 0.63+post, stock flow scripts
make -C /OpenROAD-flow-scripts/flow DESIGN_CONFIG=/design/flow/config.mk WORK_HOME=/design/flow/orfs finish
```
==> results.sh <==
# source this file to load flow results
export IMPL_drt_pass1_iter_count=4
export IMPL_combPwrFrac_pct=24.7
export IMPL_finClkSkew_ns=0
export IMPL_cts_htree_levels=2
export IMPL_antenna_left=0
export IMPL_viasPerCell=4.77
export IMPL_worst_slew_pin_transition_ns=0.258
export IMPL_setup_ws_ns=0.0798
export IMPL_cts_setup_buffers=0
export IMPL_syn2layout_area_growth_pct=53.7
export IMPL_yosys_area_mm2=0.00174
export IMPL_top_cell="dfrtp_1"
export IMPL_gr_usage_met1_pct=23.0
export IMPL_slowest_delay_ns=0.62
export IMPL_slew_violations=0
export IMPL_cp_required_ns=1.71
export IMPL_die_w_um=78.1
export IMPL_drt_iter0_drc=75
export IMPL_post_drt_wl_per_cell_um=13.9
export IMPL_drive_gt1_share_pct=9.83
export IMPL_grt_overflow_total=0
export IMPL_fillers=535
export IMPL_grt_util_all_layers_pct=14.9
export IMPL_seqCellArea_um2=801
export IMPL_p_seq_share_pct=44.7
export IMPL_yosys_most_used_dff="dfrtp_1"
export IMPL_crit_arrival_ns=1.63
export IMPL_syn_area_mm2=0.00174
export IMPL_drc=0
export IMPL_path_cells="clkdlybuf4s50_1 > buf_4 > nor4bb_1 > a221o_1"
export IMPL_clock_path_buffers=2
export IMPL_cts_buffers=5
export IMPL_yosysUniqueCellTypes=15
export IMPL_edf_count=0
export IMPL_setup_violations=0
export IMPL_cts_tree="yes"
export IMPL_warnings=25
export IMPL_crit_type="input pin to flop"
export IMPL_netlist_top_cells_count="32 x dfrtp_1, 17 x inv_1"
export IMPL_switching_share_pct=22.8
export IMPL_clockRootBuffer="clkbuf_8"
export IMPL_finalClockPeriodUsage_pct=94.7
export IMPL_pre_cts_ws_ns=-0.204
export IMPL_maxCapViolations=0
export IMPL_top_area_share_pct=46.1
export IMPL_diodes=0
export IMPL_power_frac_clock_pct=30.6
export IMPL_clk_latency_ns=0.27
export IMPL_fin_cells=306
export IMPL_synth_stat_cells=163
export IMPL_core_area_mm2=0.00554
export IMPL_grt_met2_usage_pct=22.3
export IMPL_gp_congestion=0.773
export IMPL_comb_area_um2=797
export IMPL_fin_crit_ns=1.42
export IMPL_fin_hold_ws_ns=0.370
export IMPL_first_global_vias=1422
export IMPL_setup_worst_path_end_class="flop"
export IMPL_p_leak_nw=1.16
export IMPL_intPower_mw=1.77
export IMPL_drt_wl_total_mm=4.25
export IMPL_port_buffers=68
export IMPL_ios=69
export IMPL_slowest_stage="clkdlybuf4s50_1"
export IMPL_yosysWarningCount=7
export IMPL_grt_use_met3_pct=3.90
export IMPL_fmax_ghz=0.704
export IMPL_final_setup_tns_ns=0
export IMPL_ys_ff=32
export IMPL_gr_max_usage_layer="met1"
export IMPL_die_area_mm2=0.00610
export IMPL_rows=27
export IMPL_die_y_um=78.1
export IMPL_yosysTopAreaCell="dfrtp_1"
export IMPL_peakVddDrop_uv=338
export IMPL_vias=1461
export IMPL_cp_start_kind="input pin"
export IMPL_p_sw_mw=0.521
export IMPL_rsz0062_at_grt="no"
export IMPL_outcome="finished clean"
export IMPL_area_leaders="dfrtp_1 46%, a221o_1 9.2%, nand4bb_1 9.1%, o311ai_1 8.1%, and3b_1 7.1%"
export IMPL_clk_pin_slew_ns=0.07
export IMPL_dp_cells=299
export IMPL_hold_path_class="input pin to async pin"
export IMPL_postSynth_asyncResetShare_pct=100
export IMPL_cts_resized=0
export IMPL_utilization_pct=48.2
export IMPL_synthCells=163
export IMPL_antenna_found_initial=0
export IMPL_synth_avg_cell_area_um2=10.7
export IMPL_cellPowerDensity_mw_per_mm2=856
export IMPL_holdBufCountCts=0
export IMPL_fp_util_pct=31.4
export IMPL_rrSetupSlack_ns=0.67
export IMPL_maxSlewHeadroom_pct=82.6
export IMPL_grt_pass1_wl_mm=7.04
export IMPL_cts_sinks=32
export IMPL_dpl_hpwl_mm=2.93
export IMPL_hold_viol=0
export IMPL_yosysSeqAreaShare_pct=46.1
export IMPL_grt_max_degree=52
export IMPL_cp_max_fo=12
-- logic make-up (layout without fill, tap and decap cells) --
group / after synthesis / after routing / share of synthesized area [%]
DFF: 32 / 32 / 46.1
and+or+nand+nor: 64 / 64 / 27.8
buffers and inverters: 34 / 105 / 8.21
AOI/OAI and AO/OA: 33 / 33 / 17.9
-- power by group through the flow --
stage | registers (mW) | clock network (mW) | logic [mW]
6_report | 1.02 | 0.700 | 0.564
5_1_grt | 1.04 | 0.773 | 0.623
4_1_cts | 1.02 | 0.733 | 0.574
-- flip-flops by register name (all words and copies together), names as in the netlist --
name and count:
reg0_out 16, reg1_out 16
-- area by class of cell --
class,count,share of cell area (%)
timing repair buffer,81,30.8
inverter,17,2.39
clock buffer,7,3.61
sequential,32,30.0
multi-input combinational,97,29.8
tap,72,3.37
-- metal layers --
| metal | part of all wire, % | wire (µm) |
|---|---|---|
| met2 | 44 | 1870 |
| met4 | 0.35 | 15 |
| met1 | 49 | 2090 |
| met5 | 0 | 0 |
| met3 | 6.4 | 270 |
-- path summary, 6_finish.rpt --
kind	start	endpoint	cells past startpoint
setup / recovery	swap	reg1_out[15]	4
hold / removal	rst	reg0_out[3]	3
setup reg to reg	reg1_out[15]	reg1_out[15]	1
hold reg to reg	reg1_out[14]	reg1_out[14]	1
max in group asynchronous	rst	reg1_out[3]	3
min in group clk0	load_r0	reg0_out[3]	4
-- through the flow --
stage / power, mW / instance area (µm²)
floorplan: 1.22 / 1740
global placement: 1.61 / 2570
detailed placement: 1.61 / 2570
CTS: 2.33 / 2670
global route: 2.43 / 2670
finish: 2.29 / 2670
-- critical path: cells and delay by family --
kind | cells | cell delay (ns)
AOI/OAI and AO/OA | 1 | 0.16
buffers and inverters | 2 | 0.87
and+or+nand+nor | 1 | 0.30
-- layout by cell type, fill, tap and decap left out --
cell / instances
a221o_1: 16
clkbuf_8: 7
buf_12: 4
nand4bb_1: 14
o311ai_1: 16
and3b_1: 14
clkdlybuf4s50_1: 67
or4bb_1: 2
nor2b_2: 1
buf_2: 1
nor2b_1: 15
nand2_1: 16
o21bai_2: 1
buf_4: 9
inv_1: 17
nor4bb_1: 2
dfrtp_1: 32
No activity file was given, so power comes from the tool's default toggle rates.
