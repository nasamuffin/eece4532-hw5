File: ./config.mk
export PLATFORM = sky130hd
export DESIGN_NAME = counter
export DESIGN_NICKNAME = counter
export VERILOG_FILES = /design/flow/design.v
export SDC_FILE = /design/flow/constraint.sdc
export NUM_CORES = 4
export LEC_CHECK = 1
export CORE_AREA = 10 10 70 70
export DIE_AREA = 0 0 80 80
File: ./design.v
module counter ( input [15:0] in,
            input clk, rst, enable,
            output reg [15:0] out);
  initial begin
    out = 16'h0001;
  end
  always @ (posedge clk)
      out = !rst && enable ? in : 16'h0001;
endmodule
File: ./constraint.sdc
current_design counter

set clk_period 1.2
set clk_io_pct 0.2

create_clock -name clk0 -period $clk_period [get_ports {clk}]

set non_clock_inputs [all_inputs -no_clocks]
set_input_delay [expr $clk_period * $clk_io_pct] -clock clk0 $non_clock_inputs
set_output_delay [expr $clk_period * $clk_io_pct] -clock clk0 [all_outputs]
File: ./run.sh
#!/bin/bash
# OpenROAD 26Q1-2900-gdf79404cd8, Yosys 0.63+post, stock flow scripts
make -C /OpenROAD-flow-scripts/flow DESIGN_CONFIG=/design/flow/config.mk WORK_HOME=/design/flow/orfs finish
==> job_summary.md <==
## Implementation flow summary

| Metric | Value |
|---|---|
| Status | `complete, no violations` |
| Worst path top cell family by delay | `flip-flops` |
| FF+latch area | `approximately 320 um2` |
| # resized after CTS | `17` |
| Antenna violations before repair | `0` |
| Placed cell areas | `881 um2` |
| Die Y | `approximately 80 um` |
| CP Launch Type | `register` |
| Postcts setup bufs | `0` |
| WL/cell | `11.5 um` |
| Port buffer count | `34` |
| Crit share post-route | `89.5%` |
| #FFs+latches synth | `16` |
| Min-Delay Path Class | `in2reg` |
| Clk slew on worst S/H paths | `around 0.09 ns` |
| Xor/xnor share of the synthesized area | `0%` |
| CP Buf/Inv Count | `1` |
| FILL cells | `370` |
| # clock sinks | `16` |
| CTS tree | `yes` |
| Slew margin rel. | `91.5%` |
| Antenna cell count | `0` |
| Post-Syn Area | `473 um2` |
| Mux frac, synth | `0%` |
| CP Capture Type | `primary output` |
| Final Critical Period | `1.07 ns` |
| YS warnings | `1` |
| Worst path arrival time | `0.83 ns` |
| YS chip area | `473 um2` |
| CTS buffer count | `3` |
| CTS H-tree lvls | `1` |
| GPL Wtd Cong | `0.723` |
| WL final | `1360 um` |
| Highest Clock Rate | `0.931 GHz` |
| Area Overhead vs Synth | `89.9%` |
| Type of the worst setup path | `reg2out` |
| Post-DRT Antenna Nets | `0` |
| Main logic family | `simple AND/OR/NAND/NOR gates` |
| # setup viols final | `0` |
| Synth Area in Adders | `0%` |
| Floorplan core density | `13.8%` |
| Total power | `just over 1 mW` |
| Core ar. | `around 3400 um2` |
| Post-route cell area | `between 800 and 900 um2` |
| Drt first pass iters | `2` |
| DR iter-0 viols | `13` |
| Max FFs per register | `16` |
| Cell Type Count | `5` |
| Site Rows | `21` |
| Chip area | `between 6000 and 7000 um2` |
| Final core utilization | `26.3%` |
| Slew @ Worst Pin | `~0.13 ns` |
| Most frequent cells in the layout | `clkdlybuf4s50_1 (18), dlygate4sd2_1 (16), and3b_1 (15), dfxtp_1 (15)` |
| CP max FO | `1` |
| Clk buf depth | `2` |
| Synthesized netlist cell count | `34` |
| AO/OA Area Share | `0%` |
| Seq share, synth | `roughly two thirds` |
| Max Slew Vio Count | `0` |
| Width of the chip | `80 um` |
| GRT Overall Usage | `4.28%` |
| Max_cap viols | `0` |
| DRC Markers | `0` |
| MI comb area | `140 um2` |
| Peak VDD IR | `around 0.0007 V` |
| # hold bufs at CTS | `0` |
| DR vias | `377` |
| Largest net degree at the start of global routing | `16` |
| Ys cells | `34` |
| Worst path max stage delay | `approximately 0.32 ns` |
| Worst path required time | `0.96 ns` |
| CTS Root Cell | `clkbuf_4` |
| Post-DP HPWL | `1220 um` |
| First-pass GRT wire length | `2070 um` |
| Number of global-route vias before repair | `427` |
| Pwr per Cell Area | `1120 nW/um2` |
| Average cell area after synthesis | `13.9 um2` |
| Fraction of layout cells with a size suffix above 1 | `a little over a tenth` |
| Simple Share, Synth | `29.6%` |
| Number of logged tool warnings | `25` |
| CP cell instances | `dlygate4sd2_1` |
| Most frequent logic cell in the layout | `clkdlybuf4s50_1` |
| Worst path slowest cell | `dfxtp_2` |
| Total grt overflow | `0` |
| Vias per inst | `3.17` |
| RSZ-0062 raised after global routing | `false` |
| Leak | `0.461 nW` |
| I/O pins | `35` |
| Final count of hold timing violations | `0` |
layout make-up:
cell class,instances,area share [%]
multi-input combinational,16,15.6
tap,46,6.41
timing repair buffer,37,38.2
sequential,16,35.8
clock buffer,4,4.04
path summary, 6_finish.rpt:
kind,to,slack [ns],cells past startpoint,from
setup / recovery,out[0],0.13,1,out[0]$_SDFF_PN1_
hold / removal,out[0]$_SDFF_PN1_,0.52,2,in[0]
through the flow:
| stage | setup TNS (ns) | setup WS [ns] | instances | hold WS, ns |
|---|---|---|---|---|
| floorplan | 0 | 0.488 | 34 | 0.343 |
| global placement | 0 | 0.0205 | 115 | 0.808 |
| detailed placement | -0.0481 | -0.0210 | 115 | 0.810 |
| CTS | 0 | 0.0972 | 119 | 0.509 |
| global route | 0 | 0.0723 | 119 | 0.512 |
| finish | 0 | 0.126 | 119 | 0.520 |
where the power goes:
part | total, mW | leakage (nW) | internal, mW | switching [mW]
clock | 0.334 | 0.0210 | 0.184 | 0.149
combinational | 0.118 | 0.309 | 0.0913 | 0.0265
sequential | 0.556 | 0.131 | 0.552 | 0.00400
total | 1.01 | 0.461 | 0.828 | 0.180
Yosys cell counts:
| cell | instances | area [um2] |
|---|---|---|
| or3b_1 | 1 | 8.76 |
| buf_2 | 1 | 5.00 |
| and3b_1 | 15 | 131 |
| buf_4 | 1 | 7.51 |
| dfxtp_1 | 16 | 320 |
per-layer routing:
layer,wire length [um],vias to the layer above,track usage (%)
met5,0,-,0
met4,0,0,0
met3,168,0,2.84
met2,708,21,7.62
met1,486,162,4.32
li1,-,194,-
kinds of logic after synthesis:
logic type,count (synthesis)
buffers and inverters,2
AND/OR/NAND/NOR,16
flip-flops,16
Power and IR drop assume default switching activity.
